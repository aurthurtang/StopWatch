`/design/flow/design.v`:
```
`timescale 1ns / 1ps
module reset_sync(
    input clk,
    input in,
    output outb
    );
reg [1:0] ff_delay;
    always @(posedge clk or posedge in)
      if (in) ff_delay <= 2'b00;
      else ff_delay <= {ff_delay[0],1'b1};
assign outb = ff_delay[1];
endmodule
`timescale 1ns / 1ps
module stopWatch(
    input clk,
    input reset,
    input startStop,
    output [7:0] AN,
    output [7:0] CN
    );
wire resetb_sync;
wire startStopb_sync;
reset_sync Isync_reset(
    .clk (clk),
    .in  (reset),
    .outb (resetb_sync)
    );
reset_sync Isync_startStop(
    .clk (clk),
    .in  (startStop),
    .outb (startStopb_sync)
    );
  stopWatchController IController (
     .clk (clk),
     .resetb (resetb_sync),
     .startStop (~startStopb_sync),
     .AN (AN),
     .COUT (CN)
   );
endmodule
`timescale 1ns / 1ps
module stopWatchController (
    input clk,
    input resetb,
    input startStop,
    output reg [7:0] AN,
    output [7:0] COUT
    );
    localparam real CLK_PERIOD = 100.0;   
    localparam real REFRESH_RATE = 16000000.0;   
    localparam POSITION_CHANGE_CYCLE = int'((REFRESH_RATE/CLK_PERIOD) / 8);  
    localparam SEC_COUNT =  int'(1000000000 / CLK_PERIOD);       
    localparam CLOCK_CNT_WIDTH = $clog2(SEC_COUNT);
    localparam POSITION_CNT_WIDTH = $clog2(POSITION_CHANGE_CYCLE);
    integer i;
    logic [CLOCK_CNT_WIDTH-1:0] second_cnt;   
    logic [POSITION_CNT_WIDTH-1:0] change_position_cnt;  
    logic startStopToggle;    
    logic startStop_dly;      
    logic  startStop_re;
    logic startTimer;
    logic [2:0] digit_cnt;
    logic [3:0] display_digit[8];
    always_ff @(posedge clk)
      startStop_dly <= startStop;
    assign startStop_re = startStop & ~startStop_dly;
    always_ff @(posedge clk or negedge resetb)
      if (!resetb) begin
        second_cnt <= {CLOCK_CNT_WIDTH{1'b0}};
	for (i=0;i<8;i++) display_digit[i] <= 4'b0;
        startTimer <= 1'b0;
      end else begin
        if (startStop_re) startTimer <= ~startTimer;
        if (startTimer) begin
          if (second_cnt == SEC_COUNT) begin
            second_cnt <= {CLOCK_CNT_WIDTH{1'b0}};
            if (display_digit[0] == 4'd9) begin
              display_digit[0] <= 4'd0;
              if (display_digit[1] == 4'd9) begin
                display_digit[1] <= 4'd0;
                 if (display_digit[2] == 4'd9) begin
                   display_digit[2] <= 4'd0;
                   if (display_digit[3] == 4'd9) begin
                     display_digit[3] <= 4'd0;
		               if (display_digit[4] == 4'd9) begin
                         display_digit[4] <= 4'd0;
                           if (display_digit[5] == 4'd9) begin
                           display_digit[5] <= 4'd0;
                             if (display_digit[6] == 4'd9) begin
                             display_digit[6] <= 4'd0;
                               if (display_digit[7] == 4'd9) display_digit[3] <= 4'd0;
                               else display_digit[7] <= display_digit[7] + 1;
                           end else display_digit[6] <= display_digit[6] + 1;
                         end else display_digit[5] <= display_digit[5] + 1;
                      end else display_digit[4] <= display_digit[4] + 1;
                   end else display_digit[3] <= display_digit[3] + 1;
                 end else display_digit[2] <= display_digit[2] + 1;
               end else display_digit[1] <= display_digit[1] + 1;
             end else display_digit[0] <= display_digit[0] + 1;
          end else second_cnt <= second_cnt + 1;
        end     
      end
    always_ff @(posedge clk or negedge resetb)
      if (!resetb) begin
        AN <= 8'b11111110;
        change_position_cnt <= {POSITION_CNT_WIDTH{1'b0}};
        digit_cnt <= 3'b000;
      end else begin
        if (change_position_cnt == POSITION_CHANGE_CYCLE) begin
          change_position_cnt <= {POSITION_CNT_WIDTH{1'b0}};
          digit_cnt <= digit_cnt + 1;
          AN <= {AN[6:0],AN[7]};
        end else change_position_cnt <= change_position_cnt + 1;
      end
     assign COUT = digitDisplayConvert(display_digit[digit_cnt]); 
   function [7:0] digitDisplayConvert;
     input [3:0] value;
     case (value)
        0:  digitDisplayConvert = 8'b00000011;  
        1:  digitDisplayConvert = 8'b10011111;  
        2:  digitDisplayConvert = 8'b00100101;  
        3:  digitDisplayConvert = 8'b00001101;  
        4:  digitDisplayConvert = 8'b10011001;  
        5:  digitDisplayConvert = 8'b01001001;  
        6:  digitDisplayConvert = 8'b01000001;  
        7:  digitDisplayConvert = 8'b00011111;  
        8:  digitDisplayConvert = 8'b00000001;  
        9:  digitDisplayConvert = 8'b00011001;  
        default: digitDisplayConvert = 8'b11111111;
      endcase
   endfunction 
endmodule
```
`/design/flow/run.sh`:
```
#!/bin/bash
# OpenROAD 26Q1-2900-gdf79404cd8, Yosys 0.63+post, stock flow scripts
make -C /OpenROAD-flow-scripts/flow DESIGN_CONFIG=/design/flow/config.mk WORK_HOME=/design/flow/orfs finish
```
`/design/flow/config.mk`:
```
export PLATFORM = sky130hd
export DESIGN_NAME = stopWatch
export DESIGN_NICKNAME = stopWatch
export VERILOG_FILES = /design/flow/design.v
export SDC_FILE = /design/flow/constraint.sdc
export NUM_CORES = 4
export LEC_CHECK = 1
export CORE_UTILIZATION = 40
export SYNTH_HDL_FRONTEND = slang
```
`/design/flow/constraint.sdc`:
```
current_design stopWatch

set clk_period 3.1
set clk_io_pct 0.2

create_clock -name clk0 -period $clk_period [get_ports {clk}]

set non_clock_inputs [all_inputs -no_clocks]
set_input_delay [expr $clk_period * $clk_io_pct] -clock clk0 $non_clock_inputs
set_output_delay [expr $clk_period * $clk_io_pct] -clock clk0 [all_outputs]
```
==> flow_summary.ini <==
; physical design summary
[critical_path]
crit_path_max_fanout = 6
required_ns = 2.48
arrival_ns = 2.49
end_kind = output pin
start_kind = register
crit_type = register to output pin

[synthesis]
top_cell_area_share_pct = 43.6
synthArstFlopShare_pct = 98.9
ys.flop_type = dfrtp_1
topCellsByArea = dfrtp_1 (44%), xnor2_1 (7.1%), nand2_1 (4.4%)
syn_area_per_cell_um2 = 10.5
ys_cells = 436
ys_ff = 88
yosysMostFrequentCell = dfrtp_1
synth_cell_types = 56
mappedNetlistArea_um2 = 4590
yosysSeqAreaShare_pct = 48.0
ys_top_cells_by_count = dfrtp_1 (80), nand2_1 (54), xnor2_1 (37)
synthCells = 436
yosysWarnings = 0
synth_top_cell_by_area = dfrtp_1
edf_count = 0
ys_area_um2 = 4590

[place]
post-place-ws_ns = 0.0186
place_hpwl_um = 6060
place.gp.congestion = 0.873
port_buffers = 17
placed_cells = 602

[drt]
drt_iter0_markers = 234
drc = 0
avgViaCountPerCell = 5.21
antennaDiodeCount = 0
wl_per_cell_um = 14.2
vias = 3320
final_antenna_net_count = 0
wirelength_um = 9060
dr.pass1.iters = 4

[final_timing]
worst_slack_ns = -0.00991
worst_pin_slew_ns = 0.646
rsz0062_at_grt = true
finalMaxSlewViolations = 0
period_minus_slack_ns = 3.11
skew_ns = 0.00665
hold_violations = 0
finalSetupViolCount = 2
fmax_mhz = 322
max-slew-margin-rel_pct = 56.5
fin_crit_sh_pct = 100

[power]
p_per_area_nw_per_um2 = 467
combPwrFrac_pct = 5.6
intPower_mw = 2.00
peakVddDrop_uv = 357
power_frac_clock_pct = 45.3
power_leakage_nw = 2.63
p_seq_share_pct = 49.1
switching_share_pct = 23.1
p_sw_uw = 601

[floorplan]
core_area_um2 = 11000
die_h_um = 109
fp-row-count = 38
ios = 19
die_x_um = 109
fp_util_pct = 41.7
die-area_um2 = 11900

[job]
warnings = 35
max_cap_viol_count = 0

[clock_network]
clk_latency_ns = 0.34
clk_path_buf_depth = 2
cts_root_buffer = clkbuf_16
numCtsBuffers = 9
ctsHtreeMaxLevel = 3
clock_sinks = 88
clk_pin_slew_ns = 0.06
cts_tree = done

[grt]
overflow = 0
grt_max_degree = 37
grt_pass1_wl_um = 15200
grt.total_usage_pct = 16.7
grt_pass1_vias = 3081
antenna_found_initial = 0

[cells_and_area]
logic_area_um2 = 2310
stdcell_count = 637
drive_above_1_share_pct = 20.7
fill_cells = 945
area_growth_pct = 21.3
regArea_um2 = 2210

[outcome]
status = complete, but fails checks
violations = setup timing

[hold_path]
hold_class = register to async pin
## what timing repair did
item / in CTS / in global routing
endpoints found under the setup margin: 7 / 7
hold buffers: 0 / 0
pin swaps: 5 / 4
setup buffers: 6 / 13
gates resized: 16 / 24
## state kept, by name, indices dropped and copies added, names as in the netlist
signal                           cells
IController.AN                       8
Isync_reset.ff_delay                 2
Isync_startStop.ff_delay             2
IController.second_cnt              24
IController.startStop_dly            1
IController.change_position_cnt     15
IController.digit_cnt                3
IController.display_digit           32
IController.startTimer               1
## critical path, stage by stage, from the launching register on
cell	delay, ns
dfrtp_1	0.40
buf_12	0.14
buf_6	0.10
mux4_2	0.50
mux2i_1	0.14
buf_4	0.15
buf_4	0.12
buf_4	0.11
mux2_4	0.30
a21oi_2	0.11
clkbuf_2	0.09
## cell type report
class	instances	area share [%]
multi-input cells	318	41.4
flip-flops and latches	88	39.6
repair buffers	55	8.44
clock buffers	10	4.29
well taps	140	3.14
clock inverters	6	1.64
inverters	20	1.39
## per-layer routing
metal	track usage, %	share of wire [%]
met5	0	0
met4	1.33	0.62
met2	25.1	46
met3	4.27	3.9
met1	26.5	50
## power groups by stage
stage,clock (mW),sequential [mW],combinational [mW]
CTS,1.22,1.28,0.150
global route,1.27,1.29,0.169
finish,1.18,1.28,0.146
## path summary, 6_finish.rpt
check | slack [ns] | to | cells past startpoint | start
worst max-delay path | -0.01 | CN[3] | 10 | IController.digit_cnt[0]
worst max register to register | 0.48 | IController.display_digit[5] | 4 | IController.second_cnt[18]
worst min register to register | 0.23 | IController.display_digit[21] | 0 | Isync_reset.ff_delay[1]
worst min-delay path | 0.23 | IController.display_digit[21] | 0 | Isync_reset.ff_delay[1]
min in group clk0 | 0.35 | Isync_startStop.ff_delay[1] | 0 | Isync_startStop.ff_delay[0]
max in group asynchronous | 2.07 | IController.AN[3] | 1 | Isync_reset.ff_delay[1]
## cell usage in the layout (no fill, tap or decap), drive strengths merged, types with 6 or more instances in the layout
cell,n
dfstp,7
mux2i,8
nor2b,11
and2,6
xnor2,37
nor2,26
ha,13
clkdlybuf4s50,10
nand2,54
mux4,8
clkbuf,14
nand3,23
o21ai,12
and3,11
inv,21
a21oi,8
nand4,19
buf,39
xor2,14
dfrtp,80
## through the flow
step / TNS [ns] / total power [mW] / hold slack [ns] / utilization [%] / instance area [µm²]
global route: -0.682 / 2.73 / 0.261 / 50.5 / 5570
floorplan: 0 / 1.40 / 0.331 / - / 4600
CTS: -0.773 / 2.65 / 0.244 / 49.4 / 5450
global placement: 0 / 1.44 / 0.242 / 45.7 / 5040
detailed placement: 0 / 1.45 / 0.238 / 45.7 / 5040
finish: -0.0128 / 2.60 / 0.226 / 50.5 / 5570
## cell families after synthesis
kind of cell	Yosys count	synth area share (%)
buf+inv	32	2.97
flops	88	48.0
simple gates	194	23.8
fa+ha+maj	13	3.54
xor+xnor	51	9.72
other cells	1	0.0816
compound gates	36	4.87
mux	21	6.97
Power is estimated from default activity; no workload was simulated.
